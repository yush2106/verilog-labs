===== flow/design.v =====
module DigitalClock(
  input wire clk
  , input wire rst
  , input wire add_minute
  , input wire subtract_minute
  , input wire add_hour
  , input wire subtract_hour
  , output reg[6:0] second_1
  , output reg[6:0] second_2
  , output reg[6:0] minute_1
  , output reg[6:0] minute_2
  , output reg[6:0] hour_1
  , output reg[6:0] hour_2
);
reg[1:0] hr_digit2;
reg[3:0] hr_digit1;
reg[2:0] min_digit2;
reg[3:0] min_digit1;
reg[2:0] sec_digit2;
reg[3:0] sec_digit1;
reg[25:0] counter;
reg clk_out;
localparam max_count = 50_000_000 - 1;
always @(posedge clk, negedge rst) begin
  if (!rst) begin
    counter <= 0;     
    clk_out <= 0;     
  end
  else begin
    if(counter >= max_count) begin
      counter <= 0;     
      clk_out <= 1;
    end
    else begin
      counter <= counter + 1;     
      clk_out <= 0;
    end
  end
end
function [6:0] DecodeDigit;
  input [3:0] num;
  begin
    case(num)
      4'd0: DecodeDigit = 7'b1000000;
      4'd1: DecodeDigit = 7'b1111001;
      4'd2: DecodeDigit = 7'b0100100;
      4'd3: DecodeDigit = 7'b0110000;
      4'd4: DecodeDigit = 7'b0011001;
      4'd5: DecodeDigit = 7'b0010010;
      4'd6: DecodeDigit = 7'b0000010;
      4'd7: DecodeDigit = 7'b1111000;
      4'd8: DecodeDigit = 7'b0000000;
      4'd9: DecodeDigit = 7'b0010000;
      default: DecodeDigit = 7'b1111111;
    endcase
  end
endfunction
reg add_minute_sync_0, add_minute_sync_1, add_minute_flag;
always @(posedge clk, negedge rst) begin
  if (!rst) begin
    add_minute_sync_0 <= 1'b1;
    add_minute_sync_1 <= 1'b1;
    add_minute_flag <= 1'b0;
  end else begin
    add_minute_sync_0 <= add_minute;
    add_minute_sync_1 <= add_minute_sync_0;
    add_minute_flag <= add_minute_sync_1 & ~add_minute_sync_0;
  end
end
reg sub_minute_sync_0, sub_minute_sync_1, sub_minute_flag;
always @(posedge clk, negedge rst) begin
  if (!rst) begin
    sub_minute_sync_0 <= 1'b1;
    sub_minute_sync_1 <= 1'b1;
    sub_minute_flag <= 1'b0;
  end else begin
    sub_minute_sync_0 <= subtract_minute;
    sub_minute_sync_1 <= sub_minute_sync_0;
    sub_minute_flag <= sub_minute_sync_1 & ~sub_minute_sync_0;
  end
end
reg add_hour_sync_0, add_hour_sync_1, add_hour_flag;
always @(posedge clk, negedge rst) begin
  if (!rst) begin
    add_hour_sync_0 <= 1'b1;
    add_hour_sync_1 <= 1'b1;
    add_hour_flag <= 1'b0;
  end else begin
    add_hour_sync_0 <= add_hour;
    add_hour_sync_1 <= add_hour_sync_0;
    add_hour_flag <= add_hour_sync_1 & ~add_hour_sync_0;
  end
end
reg sub_hour_sync_0, sub_hour_sync_1, sub_hour_flag;
always @(posedge clk, negedge rst) begin
  if (!rst) begin
    sub_hour_sync_0 <= 1'b1;
    sub_hour_sync_1 <= 1'b1;
    sub_hour_flag <= 1'b0;
  end else begin
    sub_hour_sync_0 <= subtract_hour;
    sub_hour_sync_1 <= sub_hour_sync_0;
    sub_hour_flag <= sub_hour_sync_1 & ~sub_hour_sync_0;
  end
end
always @(posedge clk, negedge rst) begin
  if(!rst) begin
    hr_digit2 <= 2'd1;
    hr_digit1 <= 4'd2;
    min_digit2 <= 3'd3;
    min_digit1 <= 4'd0;
    sec_digit2 <= 3'd4;
    sec_digit1 <= 4'd5;
  end
  else begin
    if(add_minute_flag) begin
      if(min_digit1 == 4'd9) begin
        min_digit1 <= 4'd0;
        if(min_digit2 == 3'd5)
          min_digit2 <= 3'd0;
        else
          min_digit2 <= min_digit2 + 3'd1;
      end
      else
        min_digit1 <= min_digit1 + 4'd1;
    end
    else if(sub_minute_flag) begin
      if(min_digit1 == 4'd0) begin
        min_digit1 <= 4'd9;
        if(min_digit2 == 3'd0)
          min_digit2 <= 3'd5;
        else
          min_digit2 <= min_digit2 - 3'd1;
      end
      else
        min_digit1 <= min_digit1 - 4'd1;
    end
    else if(add_hour_flag) begin
      if(hr_digit2 == 2'd2 && hr_digit1 == 4'd3) begin
        hr_digit2 <= 2'd0;
        hr_digit1 <= 4'd0;
      end
      else begin
        if(hr_digit1 == 4'd9) begin
          hr_digit1 <= 4'd0;
          hr_digit2 <= hr_digit2 + 2'd1;
        end
        else
          hr_digit1 <= hr_digit1 + 4'd1;
      end
    end
    else if(sub_hour_flag) begin
      if(hr_digit2 == 2'd0 && hr_digit1 == 4'd0) begin
        hr_digit2 <= 2'd2;
        hr_digit1 <= 4'd3;
      end
      else begin
        if(hr_digit1 == 4'd0) begin
          hr_digit1 <= 4'd9;
          hr_digit2 <= hr_digit2 - 2'd1;
        end
        else
          hr_digit1 <= hr_digit1 - 4'd1;
      end
    end
    if(clk_out) begin
      if(sec_digit1 == 4'd9) begin
        sec_digit1 <= 4'd0;
        if(sec_digit2 == 3'd5) begin
          sec_digit2 <= 3'd0;
          if(min_digit1 == 4'd9) begin
            min_digit1 <= 4'd0;
            if(min_digit2 == 3'd5) begin
              min_digit2 <= 3'd0;
              if(hr_digit2 == 2'd2 && hr_digit1 == 4'd3) begin
                hr_digit2 <= 2'd0;
                hr_digit1 <= 4'd0;
              end
              else if(hr_digit2 != 2'd2 && hr_digit1 == 4'd9) begin
                hr_digit1 <= 4'd0;
                hr_digit2 <= hr_digit2 + 2'd1;
              end
              else
                hr_digit1 <= hr_digit1 + 4'd1;
            end
            else
              min_digit2 <= min_digit2 + 3'd1;
          end
          else
            min_digit1 <= min_digit1 + 4'd1;
        end
        else
          sec_digit2 <= sec_digit2 + 3'd1;
      end
      else
          sec_digit1 <= sec_digit1 + 4'd1;
	 end
    hour_2 = DecodeDigit(hr_digit2);
    hour_1 = DecodeDigit(hr_digit1);
    minute_2 = DecodeDigit(min_digit2);
    minute_1 = DecodeDigit(min_digit1);
    second_2 = DecodeDigit(sec_digit2);
    second_1 = DecodeDigit(sec_digit1);
  end
end
endmodule

===== flow/run.sh =====
#!/bin/bash
# OpenROAD 26Q1-2900-gdf79404cd8, Yosys 0.63+post, stock flow scripts
make -C /OpenROAD-flow-scripts/flow DESIGN_CONFIG=/design/flow/config.mk WORK_HOME=/design/flow/orfs finish

===== flow/config.mk =====
export PLATFORM = sky130hd
export DESIGN_NAME = DigitalClock
export DESIGN_NICKNAME = DigitalClock
export VERILOG_FILES = /design/flow/design.v
export SDC_FILE = /design/flow/constraint.sdc
export NUM_CORES = 4
export LEC_CHECK = 1
export CORE_UTILIZATION = 30

===== flow/constraint.sdc =====
current_design DigitalClock

set clk_period 4.9
set clk_io_pct 0.2

create_clock -name clk0 -period $clk_period [get_ports {clk}]

set non_clock_inputs [all_inputs -no_clocks]
set_input_delay [expr $clk_period * $clk_io_pct] -clock clk0 $non_clock_inputs
set_output_delay [expr $clk_period * $clk_io_pct] -clock clk0 [all_outputs]

==> flow_summary.rst <==
Metrics
=======

.. list-table::
   :header-rows: 1

   * - Metric
     - Value
   * - Worst-case clock skew
     - about 0.0072 ns
   * - Min Clock Period, post-route
     - roughly 2.4 ns
   * - Peak supply drop
     - about 0.25 mV
   * - Post_cts resized
     - 0
   * - Area taken by flip-flops and latches
     - between 2000 and 3000 sq um
   * - Fraction of layout instances using a drive strength above 1
     - 8.96%
   * - Core Util at FP
     - slightly above 30%
   * - Worst Tran Pin Value
     - approximately 0.83 ns
   * - Residual antenna-violating net count after detailed routing
     - 0
   * - Vertical die dimension
     - between 100 and 150 um
   * - Max-cap violations
     - 0
   * - Via count normalized by instance count
     - 4.80
   * - Fill cells
     - approximately 1,600
   * - Cell Pwr Density
     - 434 nW/um^2
   * - Routed wire per std cell
     - roughly 13 um
   * - Worst path required time
     - 5.17 ns
   * - Syn Std Cell Area
     - 5210 sq um
   * - Overall global routing resource usage
     - between 10 and 15%
   * - Post-synthesis sequential area ratio
     - about half
   * - Classification of the worst-slack hold path
     - reg -> reg
   * - Cell count in the Yosys report
     - 502
   * - 1st-iter DRT viols
     - 204
   * - Total wire length after detailed routing
     - ~9600 um
   * - Number of standard cells in the final layout excluding fillers
     - approximately 770
   * - Core box area
     - ~17,000 sq um
   * - Synth async-reset ratio
     - roughly three fifths
   * - Residual DRC
     - 0
   * - Antenna cell count
     - 0
   * - Worst-path clk slew
     - about 0.060 ns
   * - Clk buf depth
     - 2
   * - Skew-Pair Late Insertion Delay
     - between 0.3 and 0.4 ns
   * - Sort of element at the start of the critical path
     - flip-flop
   * - Post-Synthesis Cells
     - 502
   * - Post-synthesis register bit count
     - about 99
   * - Average cell area after synthesis
     - about 10 sq um
   * - Hpwl dp
     - about 6500 um
   * - Post-CTS setup repair buffer count
     - 0
   * - Clk Tree Root Cell
     - clkbuf_16
   * - Global-route wire length before repair
     - ~16,000 um
   * - Final setup TNS
     - 0 ns
   * - Largest net degree at the start of global routing
     - ~51
   * - Post-Place Cells
     - ~750
   * - Number of OpenROAD warnings
     - 49
   * - Ports placed on the boundary
     - around 48
   * - Hold violation total from the final report
     - 0
   * - Synth-to-layout area growth
     - 17.3%
   * - Rows
     - roughly 47
   * - Hold bufs inserted after CTS
     - 0
   * - Area reported by Yosys stat
     - 5210 sq um
   * - Result of the run
     - finished clean
   * - H-tree levels
     - 3
   * - Number of antenna violations at the first check in global routing
     - 0
   * - TritonCTS clock tree
     - yes
   * - Main flop type
     - dfrtp_1
   * - FMAX
     - between 400 and 500 MHz
   * - Netlist cell types
     - around 56
   * - Count of clock tree sinks
     - approximately 99
   * - Chip width
     - 134 um
   * - Max-slew headroom
     - 44.1%
   * - Placer congestion estimate
     - between 0.8 and 0.9
   * - Worst Path Class, Setup
     - reg -> reg
   * - Number of clock buffers inserted by TritonCTS
     - 9
   * - Setup repair after global routing missed its margin
     - false
   * - Post-route fraction of the period consumed by the critical path
     - between 40% and 50%
   * - Logic area
     - approximately 2300 sq um
   * - # port buffers
     - between 40 and 50
   * - Worst-path maximum fanout
     - 10
   * - Via count of the first global-routing pass
     - between 3,000 and 4,000
   * - Total via count in the routed design
     - ~3,700
   * - Category of the worst setup path capture point
     - flip-flop
   * - EDFF count, synth
     - 40
   * - Pre-Repair DR Iteration Count
     - 4
   * - Die outline area
     - between 15,000 and 20,000 sq um
   * - Count of final setup violators
     - 0
   * - Total congestion overflow after global routing
     - 0
   * - Crit path DAT
     - about 2.7 ns
   * - Synthesis Warnings
     - 1
   * - Leakage power
     - around 2.4 nW
   * - Final Slew Violations
     - 0
-- where the power goes --
part	switching (mW)	internal, mW	total, mW	leakage, nW
combinational	0.395	0.414	0.809	1.12
sequential	0.144	1.07	1.22	1.14
clock	0.284	0.344	0.629	0.121
-- layout make-up --
| cell class | instances | share of cell area, % |
|---|---|---|
| clock inverters | 2 | 0.205 |
| repair buffers | 50 | 7.98 |
| clock buffers | 14 | 3.99 |
| well taps | 220 | 4.50 |
| flip-flops and latches | 99 | 44.1 |
| inverters | 26 | 1.60 |
| multi-input cells | 356 | 37.6 |
-- through the flow --
step / hold slack [ns] / area [sq um] / worst slack [ns] / util (%) / power [mW]
floorplan: 0.354 / 5210 / 2.83 / - / 1.70
global placement: 0.358 / 5860 / 2.42 / 34.9 / 2.03
global route: 0.377 / 6110 / 2.30 / 36.5 / 2.85
CTS: 0.371 / 6110 / 2.50 / 36.5 / 2.68
detailed placement: 0.361 / 5860 / 2.40 / 34.9 / 2.04
finish: 0.368 / 6110 / 2.45 / 36.5 / 2.65
-- kinds of logic (layout without fill, tap and decap cells) --
family / Yosys count / in the layout / share of synthesized area [%]
XOR/XNOR: 28 / 28 / 4.71
buffers and inverters: 47 / 92 / 4.15
adder cells (fa/ha/maj): 34 / 34 / 8.16
AND-OR/OR-AND: 107 / 107 / 12.0
AND/OR/NAND/NOR: 183 / 183 / 18.6
other: 1 / 1 / 0.0720
multiplexers: 3 / 3 / 0.600
flip-flops: 99 / 99 / 51.7
-- sequential cells by signal, indices dropped and copies added (netlist names), 2 cells and up --
register	count
hour_1	7
second_2	7
hour_2	5
minute_1	7
counter	26
second_1	7
min_digit2	3
sec_digit2	3
sec_digit1	4
hr_digit1	4
minute_2	7
hr_digit2	2
min_digit1	4
-- critical path, stage by stage, from the launching register on --
cell and delay, ns:
dfrtp_1 0.44, inv_1 0.18, ha_1 0.24, nand3b_1 0.27, or4_1 0.67, nor3_1 0.34, a211oi_1 0.08, a31oi_1 0.16
-- metal layers --
metal	vias up	track usage (%)	wire, um
met5	-	0	0
met4	0	2.08	186
met3	12	2.85	499
met2	94	15.7	4090
met1	1726	19.0	4870
li1	1849	-	-
-- worst paths after layout --
kind | startpoint | to | slack (ns) | depth (start not counted)
setup / recovery | min_digit1[1]$_DFF_PN0_ | hr_digit2[0]$_DFF_PN1_ | 2.45 | 7
hold / removal | add_hour_sync_0$_DFF_PN1_ | add_hour_sync_1$_DFF_PN1_ | 0.37 | 0
setup reg to reg | min_digit1[1]$_DFF_PN0_ | hr_digit2[0]$_DFF_PN1_ | 2.45 | 7
hold reg to reg | add_hour_sync_0$_DFF_PN1_ | add_hour_sync_1$_DFF_PN1_ | 0.37 | 0
max in group asynchronous | rst | sub_minute_sync_0$_DFF_PN1_ | 3.02 | 3
min in group asynchronous | rst | add_minute_flag$_DFF_PN0_ | 0.66 | 1
-- synth_stat cells (all sizes together), types with 6 or more instances --
library cell | number | share of area (%)
ha | 34 | 8.2
or2 | 7 | 0.84
nand3 | 13 | 1.2
nor2 | 54 | 5.1
a21oi | 34 | 3.3
xor2 | 14 | 2.4
nand4 | 8 | 0.96
a31oi | 8 | 0.96
xnor2 | 14 | 2.4
dfrtp | 44 | 21
nor3 | 14 | 1.3
and4 | 7 | 1.2
inv | 25 | 1.8
dfstp | 15 | 7.6
o21ai | 40 | 3.8
nand2 | 48 | 3.5
and2 | 7 | 0.84
edfxtp | 40 | 23
nor2b | 6 | 0.72
buf | 6 | 1.2
clkbuf | 15 | 1.1
-- cell usage in the layout, fill, tap and decap left out, types with 3 or more instances in the layout --
| cell | n |
|---|---|
| a211oi_1 | 4 |
| a21oi_1 | 34 |
| a221oi_1 | 3 |
| a31oi_1 | 8 |
| and2_1 | 7 |
| and4_1 | 7 |
| buf_4 | 5 |
| clkbuf_1 | 5 |
| clkbuf_16 | 9 |
| clkdlybuf4s50_1 | 45 |
| dfrtp_1 | 44 |
| dfstp_2 | 15 |
| edfxtp_1 | 40 |
| ha_1 | 34 |
| inv_1 | 25 |
| nand2_1 | 48 |
| nand3_1 | 13 |
| nand3b_1 | 4 |
| nand4_1 | 8 |
| nor2_1 | 45 |
| nor2_4 | 8 |
| nor2b_1 | 6 |
| nor3_1 | 14 |
| nor3b_1 | 3 |
| o21ai_0 | 40 |
| or2_2 | 7 |
| xnor2_1 | 14 |
| xor2_1 | 14 |
Power and IR drop assume default switching activity.
