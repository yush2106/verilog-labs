[flow/design.v]
module BCD_Counter_2(
  input wire clk
  , input wire rst
  , output reg[6:0] Digit1
  , output reg[6:0] Digit2
);
integer d1_counter;
integer d2_counter;
initial begin
  d1_counter = 0;
  d2_counter = 0;
end
always @(posedge clk, negedge rst)
begin
  if(!rst) begin
    d1_counter <= 0;
	 d2_counter <= 0;
  end
  else begin
    if(d1_counter == 9) begin
      d1_counter <= 0;
		if(d2_counter == 9)
        d2_counter <= 0;
      else
        d2_counter <= d2_counter + 1;
    end
    else
      d1_counter <= d1_counter + 1;
  end
end
always @(d1_counter) begin
  case(d1_counter)
    0: Digit1 = 7'b1000000;
    1: Digit1 = 7'b1111001;
    2: Digit1 = 7'b0100100;
    3: Digit1 = 7'b0110000;
    4: Digit1 = 7'b0011001;
    5: Digit1 = 7'b0010010;
    6: Digit1 = 7'b0000010;
    7: Digit1 = 7'b1111000;
    8: Digit1 = 7'b0000000;
    9: Digit1 = 7'b0010000;
    default: Digit1 = 7'b1111111;
  endcase
end
always @(d2_counter) begin
  case(d2_counter)
    0: Digit2 = 7'b1111111;     
    1: Digit2 = 7'b1111001;
    2: Digit2 = 7'b0100100;
    3: Digit2 = 7'b0110000;
    4: Digit2 = 7'b0011001;
    5: Digit2 = 7'b0010010;
    6: Digit2 = 7'b0000010;
    7: Digit2 = 7'b1111000;
    8: Digit2 = 7'b0000000;
    9: Digit2 = 7'b0010000;
    default: Digit2 = 7'b1111111;
  endcase
end
endmodule
[flow/run.sh]
#!/bin/bash
# OpenROAD 26Q1-2900-gdf79404cd8, Yosys 0.63+post, stock flow scripts
make -C /OpenROAD-flow-scripts/flow DESIGN_CONFIG=/design/flow/config.mk WORK_HOME=/design/flow/orfs finish
[flow/config.mk]
export PLATFORM = sky130hd
export DESIGN_NAME = BCD_Counter_2
export DESIGN_NICKNAME = BCD_Counter_2
export VERILOG_FILES = /design/flow/design.v
export SDC_FILE = /design/flow/constraint.sdc
export NUM_CORES = 4
export LEC_CHECK = 1
export CORE_UTILIZATION = 30
[flow/constraint.sdc]
current_design BCD_Counter_2

set clk_period 4.5
set clk_io_pct 0.2

create_clock -name clk0 -period $clk_period [get_ports {clk}]

set non_clock_inputs [all_inputs -no_clocks]
set_input_delay [expr $clk_period * $clk_io_pct] -clock clk0 $non_clock_inputs
set_output_delay [expr $clk_period * $clk_io_pct] -clock clk0 [all_outputs]
==> notes.md <==
This note records the results obtained with Yosys and OpenROAD.

Yosys
The count of instantiated cells in the yosys netlist is 367. The synthesized netlist cell count is 367. The cell type that accounts for the most area after synthesis is dfrtp_1. The post-synth tally of flip-flops with integrated enable is 0.

The total of flip-flops plus latches after synthesis is 64. The main flop type is dfrtp_1. The area recorded from the Yosys report for this design is 0.00358 mm2.

The fraction of synthesis flops using an asynchronous set or reset pin is 100%. The share of synthesized area in the top cell type comes to 44.8%. The main area contributors are dfrtp_1 (45%), xnor2_1 (9.8%), nand3_1 (4.8%), nand4_1 (4.7%), ha_1 (4.5%). The synthesized cell area is 0.00358 mm2. The per-instance average area after synthesis is 9.74 um2. The sequential cell area fraction in the yosys report is 44.8%. The commonest cells after synthesis are dfrtp_1 (64), xnor2_1 (40), nor2_1 (36), nand3_1 (34). Warnings reported by Yosys during synthesis add up to 1. The number of library cell types mapped by synthesis is 42.

The most popular library cell in the synthesized design by count is dfrtp_1.

Worst setup path
STA classifies the critical path endpoint as a primary output. The worst-path maximum fanout is 7. The critical path startpoint category is a flip-flop. By startpoint and endpoint, the worst setup path is classified as reg -> out.

The slack of the worst reg-to-reg path is 1.95 ns. The endpoint required time on the critical path is 3.60 ns. The arrival time reported for the critical path endpoint is 2.46 ns.

Job
The number of max-capacitance violations reported is 0. The number of warnings in the stage logs is 35.

Power
Total power normalized to cell area comes to 320 mW/mm2. After layout, the design draws a total of 1.33 mW. The highest supply drop recorded on VDD is 0.221 mV. The leakage power total is 1.76 nW.

Finish
The number of cells in the finished layout apart from fillers is 529. The multi-input gate area in the final layout is 0.00186 mm2. The share of layout cells above drive strength 1 is 7.51%. Per the layout area report, the register area comes to 0.00160 mm2. The layout stage reports a final design area of 0.00416 mm2. At the end of the flow the core is filled with cells to 36.2%.

The area growth from synthesis to layout is 16.4%. The layout filler cell count is 1134.

Route
The via-per-instance ratio is 5.03. The detail route stage leaves a number of antenna-violating nets equal to 0. For this run, design rule violations remaining after detail routing come to 0. The number of design-rule violations left by the first detailed-router iteration is 94.

Per the detailed-route log, wirelength across all metal layers totals 7060 um. The detailed router placed 2660 vias in this run. The antenna cell count is 0. The detailed-router iteration count before antenna repair is 20.

TritonRoute output was used to compute an average wire per cell of 13.3 um.

Placement
The final RePlAce weighted congestion is 0.814. The post-placement cell area is 0.00384 mm2. The post-placement cell count is 514.

The HPWL after detailed placement is 4820 um. The post-placement worst setup slack is 1.48 ns. The number of input and output port buffers inserted is 15.

Global routing
The number of antenna violations at the first check in global routing was 0. The wire length of the first global-routing pass is 12600 um. Summed over all routing layers, the global router reports a total usage of 12.7%. The pin count of the biggest net entering global routing is 51. The number of global-route vias before repair was 2597. The global route total overflow is 0.

Clock tree
TritonCTS built the clock tree. TritonCTS created 9 clock buffers. The H-tree was split into 3 levels. Looking at the post-CTS report, the setup buffer insertion count equals 0. The latest clock arrival within the worst-skew pair is 0.33 ns. The buffer levels on the longest clock path is 2. The number of hold buffers added after CTS is 0. The root cell of the clock tree is clkbuf_16.

Clock-pin slew was measured on the worst setup and hold paths at 0.05 ns. The number of gates resized after CTS was 0. CTS saw 64 sinks.

Floorplan
The area of the die is 0.0124 mm2. The core area is 0.0115 mm2. The floorplan utilization is 31.1%. The die outline height is 111 um. The die width is 111 um. The report lists the number of standard-cell rows as 39. The total I/O pin count is 16.

Run status
The run finished with clean final reports.

Timing
The transition time recorded at the tightest slew-check pin is 0.699 ns. The worst pin sits at a relative slew slack of 53.0%. After layout, the worst setup slack is 1.14 ns. The time the final worst path needs with I/O delays and setup is 3.36 ns. The part of the cycle the worst path needs is 74.6%.

Setup total negative slack on the finished layout was measured at 0 ns. Setup repair after global routing left no endpoint under its margin. In this build the clock could be raised as far as 0.298 GHz. Final hold analysis gives a worst-case slack of 0.458 ns.

The setup clock skew after layout is 0.00725 ns. For reference, the final report shows the max-slew violation count at 0. The final-report setup violation count is 0. The number of hold violations in the final report is 0.

Hold path
The most critical min-delay path falls under in -> async.
-- layout by cell type (no fill, tap or decap), types with 9 or more instances in the layout --
| cell type | count |
|---|---|
| o21ai_0 | 13 |
| clkdlybuf4s50_1 | 14 |
| nand3_1 | 34 |
| ha_1 | 13 |
| nor3_1 | 10 |
| nand2_1 | 27 |
| clkbuf_16 | 9 |
| nand4_1 | 27 |
| nor2_1 | 36 |
| dfrtp_1 | 64 |
| inv_1 | 13 |
| xor2_1 | 18 |
| xnor2_1 | 40 |
| nor4_1 | 12 |
-- registers in the layout, indices dropped and copies added (netlist names) --
name and flops:
d1_counter 32, d2_counter 32
-- metal layers --
layer  vias up  global-route usage, %  wire [um]
met3         5                   3.51        283
met5         -                      0          0
li1       1319                      -          -
met2        41                   19.3       3190
met4         0                  0.811         47
met1      1295                   19.3       3540
-- area by class of cell --
class                      instances  share of cell area [%]
clock buffer                      12                    6.16
timing repair buffer              16                    3.67
sequential                        64                    38.5
multi-input combinational        278                    44.7
tap                              143                    4.30
clock inverter                     3                    1.56
inverter                          13                    1.17
-- critical path, stage by stage, from the launching register on --
cell and delay (ns):
dfrtp_1 0.45, nor4_2 0.33, nand4_2 0.24, nor3b_1 0.32, and2_1 0.25, o21ai_0 0.11, clkdlybuf4s50_1 0.42
-- logic make-up (layout without fill, tap and decap cells) --
| family | after synthesis | in the layout | synth area share, % |
|---|---|---|---|
| buf+inv | 25 | 44 | 3.18 |
| xor+xnor | 59 | 59 | 14.7 |
| fa+ha+maj | 13 | 13 | 4.55 |
| flops | 64 | 64 | 44.8 |
| compound gates | 25 | 25 | 4.23 |
| mux | 1 | 1 | 0.280 |
| simple gates | 180 | 180 | 28.3 |
-- path summary, 6_finish.rpt --
| kind | from | to | depth (start not counted) |
|---|---|---|---|
| setup / recovery | d1_counter[15] | Digit1[2] | 6 |
| hold / removal | rst | d1_counter[16] | 1 |
| setup reg to reg | d1_counter[1] | d2_counter[10] | 7 |
| hold reg to reg | d2_counter[31] | d2_counter[31] | 1 |
| max in group asynchronous | rst | d2_counter[17] | 2 |
| min in group clk0 | d2_counter[31] | d2_counter[31] | 1 |
-- power breakdown --
part / leakage (nW) / switching [mW] / internal (mW)
sequential: 0.885 / 0 / 0.576
clock: 0.159 / 0.234 / 0.510
combinational: 0.721 / 0.0107 / 0.000856
Power figures rest on the tool's default switching activity, not on a simulated workload.
