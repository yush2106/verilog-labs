File: /design/flow/config.mk
export PLATFORM = sky130hd
export DESIGN_NAME = Subtractor4
export DESIGN_NICKNAME = Subtractor4
export VERILOG_FILES = /design/flow/design.v
export SDC_FILE = /design/flow/constraint.sdc
export NUM_CORES = 4
export LEC_CHECK = 1
export CORE_AREA = 10 10 70 70
export DIE_AREA = 0 0 80 80
File: /design/flow/constraint.sdc
current_design Subtractor4

set clk_period 3.1
set clk_io_pct 0.2

create_clock -name clk0 -period $clk_period

set non_clock_inputs [all_inputs -no_clocks]
set_input_delay [expr $clk_period * $clk_io_pct] -clock clk0 $non_clock_inputs
set_output_delay [expr $clk_period * $clk_io_pct] -clock clk0 [all_outputs]
File: /design/flow/design.v
module Subtractor4(
  input wire[3:0] a
  , input wire[3:0] b
  , input wire borrow_in
  , output wire[3:0] diff
  , output wire borrow_out
);
wire[3:0] inv_b;
assign inv_b = b ^ {4{1'b1}};     
wire[4:0] sum;
assign sum = {1'b0, a} + {1'b0, inv_b} + {{4{1'b0}}, (borrow_in ? 0 : 1)};
assign diff = sum[3:0];
assign borrow_out = ~sum[4];
endmodule
File: /design/flow/run.sh
#!/bin/bash
# OpenROAD 26Q1-2900-gdf79404cd8, Yosys 0.63+post, stock flow scripts
make -C /OpenROAD-flow-scripts/flow DESIGN_CONFIG=/design/flow/config.mk WORK_HOME=/design/flow/orfs finish
==> load_flow_metrics.sql <==
-- physical implementation figures
INSERT INTO impl_metrics (metric_group, metric, value, unit) VALUES
('run_status', 'run_status', 'completed', ''),
('power_and_ir_drop', 'clock_power_share', '0', '%'),
('yosys', 'synth.yosys.seq_area_share', '0', '%'),
('floorplanning', 'ios', '14', ''),
('job', 'maxCapViolations', '0', ''),
('final_timing', 'post-route-period-util', '97.6', '%'),
('floorplanning', 'die_h', '80', 'um'),
('yosys', 'synth.avg_cell_area', '8.54', 'sq um'),
('critical_path', 'crit_path_capture_type', 'output port', ''),
('routing', 'finalWirelength', '617', 'um'),
('job', 'stage_log_warnings', '35', ''),
('final_timing', 'finalWorstPathRequiredPeriod', '3020', 'ps'),
('cells_and_area', 'final-comb-area', '140', 'sq um'),
('yosys', 'synth.yosys.warnings', '0', ''),
('critical_path', 'critPathKind', 'in -> out', ''),
('grt', 'grt_remaining_overflow', '0', ''),
('critical_path', 'critPathLaunch', 'a[0]', ''),
('critical_path', 'timing.critical_path.required', '2480', 'ps'),
('routing', 'diodes_inserted', '0', ''),
('power_and_ir_drop', 'psw', '19.9', 'uW'),
('routing', 'initialDrtViolationCount', '1', ''),
('hold_path', 'min-delay-path-class', 'in -> out', ''),
('grt', 'grt_start_max_net_pins', '5', ''),
('routing', 'detail_route.first_pass.iterations', '2', ''),
('final_timing', 'rsz0062_at_grt', 'no', ''),
('power_and_ir_drop', 'peakVddDrop', '0.0000351', 'V'),
('cells_and_area', 'layout.area.seq', '0', 'sq um'),
('cells_and_area', 'drive_gt1_share', '32.4', '%'),
('final_timing', 'worst_slew_pin_slew', '169', 'ps'),
('grt', 'globalRouteTotalUtil', '1.94', '%'),
('grt', 'grt_pass1_wl', '1000', 'um'),
('cells_and_area', 'clkbuf_count', '0', ''),
('yosys', 'synth-cells-yosys', '17', ''),
('final_timing', 'max_clock_freq', '331', 'MHz'),
('critical_path', 'start_kind', 'input port', ''),
('critical_path', 'critical_path.endpoint', 'diff[1]', ''),
('final_timing', 'hold_viol_final', '0', ''),
('cells_and_area', 'final_layout_top_logic_cells', 'sky130_fd_sc_hd__clkdlybuf4s50_1 (10), sky130_fd_sc_hd__inv_1 (4), sky130_fd_sc_hd__dlygate4sd2_1 (3), sky130_fd_sc_hd__buf_4 (3)', ''),
('power_and_ir_drop', 'comb_pwr_share', '100.0', '%'),
('placement', 'half_perimeter_wire_length_of_the_detailed_placement_result', '545', 'um'),
('cells_and_area', 'final_util', '11.2', '%'),
('grt', 'grt_pass1_vias', '196', ''),
('yosys', 'ys_types', '9', ''),
('routing', 'drc', '0', ''),
('power_and_ir_drop', 'switch_share', '32.6', '%'),
('grt', 'grt_antenna_before_repair', '0', ''),
('cells_and_area', 'area.growth.synth_to_final', '163', '%'),
('routing', 'detail_route.wirelength.met1', '336', 'um'),
('critical_path', 'critPathArrivalTime', '2400', 'ps'),
('cts', 'cts_hold_repair.buffers', '0', ''),
('routing', 'routedWlPerCell', '7.71', 'um'),
('yosys', 'yosysChipArea', '145', 'sq um'),
('routing', 'post_drt_via_cell_ratio', '2.14', ''),
('cells_and_area', 'num-fill-cells', '399', ''),
('yosys', 'post_synthesis_cells', '17', ''),
('final_timing', 'setup_total_negative_slack', '0', 'ps'),
('cells_and_area', 'count_of_flip_flops_and_latches', '0', ''),
('final_timing', 'timing.final.max_slew_violations', '0', ''),
('routing', 'wl_met3', '125', 'um'),
('power_and_ir_drop', 'pwr_dens', '160', 'mW/mm^2'),
('routing', 'drtAntennaViolNets', '0', ''),
('floorplanning', 'fp-utilization', '4.25', '%'),
('power_and_ir_drop', 'static-leakage-power', '0.000171', 'uW'),
('placement', 'routabilityCongestion', '0.798', ''),
('routing', 'wl_met2', '154', 'um'),
('power_and_ir_drop', 'power.sequential.fraction', '0', '%'),
('routing', 'num_vias', '171', ''),
('floorplanning', 'die_w', '80', 'um'),
('final_timing', 'setup_viol', '0', ''),
('yosys', 'post_synth_instance_area', '145', 'sq um'),
('floorplanning', 'chip_area', '0.00640', 'sq mm'),
('critical_path', 'timing.critical_path.fanout_max', '2', ''),
('power_and_ir_drop', 'power.internal', '41.1', 'uW'),
('final_timing', 'slew_headroom', '88.7', '%'),
('placement', 'port_buffers', '14', ''),
('routing', 'top_signal_layer_used', 'met3', ''),
('floorplanning', 'core_region_area', '0.00342', 'sq mm'),
('cells_and_area', 'commonest_non_fill_non_tap_cell_in_the_layout', 'sky130_fd_sc_hd__clkdlybuf4s50_1', ''),
('floorplanning', 'row_count', '21', '');
==> routing by layer <==
metal	track usage [%]	vias up
met5	0	-
met4	0	0
met3	1.36	0
met2	2.09	13
met1	3.05	68
li1	-	90
==> timing repair <==
action                                  4_1_cts  5_1_grt
gates resized                                 8        3
cloned                                        0        0
pin swaps                                     3        0
endpoints found under the setup margin        2        1
setup buffers                                 2        0
==> metrics by stage <==
stage | cells | hold slack [ps] | setup slack [ps] | power (uW) | area, sq um
global placement | 78 | 2270 | -105 | 57.4 | 350
floorplan | 17 | 1350 | 908 | 16.5 | 145
global route | 80 | 2120 | 1.45 | 68.7 | 382
finish | 80 | 2090 | 75.2 | 61.1 | 382
CTS | 80 | 2100 | 35.2 | 60.2 | 370
detailed placement | 78 | 2260 | -132 | 57.8 | 350
==> cells by family after synthesis <==
logic type / count (synthesis) / synth area share, %
AND-OR/OR-AND: 4 / 19.0
XOR/XNOR: 2 / 12.1
adder cells (fa/ha/maj): 5 / 53.5
buffers and inverters: 6 / 15.5
==> cell usage after synthesis <==
master / count / area, sq um
sky130_fd_sc_hd__a21oi_1: 1 / 5.00
sky130_fd_sc_hd__xnor2_1: 1 / 8.76
sky130_fd_sc_hd__a21o_2: 1 / 8.76
sky130_fd_sc_hd__a21o_1: 1 / 7.51
sky130_fd_sc_hd__inv_1: 6 / 22.5
sky130_fd_sc_hd__a31oi_1: 1 / 6.26
sky130_fd_sc_hd__ha_1: 3 / 37.5
sky130_fd_sc_hd__fa_1: 2 / 40.0
sky130_fd_sc_hd__xor2_1: 1 / 8.76
==> layout make-up <==
type / count / share of cell area, %
Inverter: 6 / 5.90
Timing Repair Buffer: 17 / 42.3
Tap cell: 46 / 15.1
Multi-Input combinational cell: 11 / 36.7
==> power groups by stage <==
stage                 logic [uW]  registers, uW  clock network, uW
final                       61.1              0                  0
after global routing        68.7              0                  0
after CTS                   60.2              0                  0
==> critical path, stage by stage <==
cell and delay, ps:
sky130_fd_sc_hd__clkdlybuf4s50_1 470, sky130_fd_sc_hd__inv_2 40, sky130_fd_sc_hd__fa_2 350, sky130_fd_sc_hd__inv_2 80, sky130_fd_sc_hd__fa_2 420, sky130_fd_sc_hd__clkdlybuf4s50_1 420
==> how the worst min path moves through the flow <==
stage                 startpoint          to  slack (ps)  cells after the start
after CTS                   b[0]     diff[0]        2100                      4
after global routing        b[3]  borrow_out        2120                      5
final                       b[3]  borrow_out        2090                      5
Power figures rest on the tool's default switching activity, not on a simulated workload.
